==> design/flow/run.sh <==
#!/bin/bash
# OpenROAD 26Q1-2900-gdf79404cd8, Yosys 0.63+post, stock flow scripts
make -C /OpenROAD-flow-scripts/flow DESIGN_CONFIG=/design/flow/config.mk WORK_HOME=/design/flow/orfs finish
==> design/flow/config.mk <==
export PLATFORM = sky130hd
export DESIGN_NAME = bcd
export DESIGN_NICKNAME = bcd
export VERILOG_FILES = /design/flow/design.v
export SDC_FILE = /design/flow/constraint.sdc
export NUM_CORES = 4
export LEC_CHECK = 1
export CORE_UTILIZATION = 30
==> design/flow/constraint.sdc <==
current_design bcd

set clk_period 21.1
set clk_io_pct 0.2

create_clock -name clk0 -period $clk_period

set non_clock_inputs [all_inputs -no_clocks]
set_input_delay [expr $clk_period * $clk_io_pct] -clock clk0 $non_clock_inputs
set_output_delay [expr $clk_period * $clk_io_pct] -clock clk0 [all_outputs]
==> design/flow/design.v <==
module final_project(
		CLOCK_50,
		KEY,
		SW,
		VGA_CLK,
		VGA_HS,
		VGA_VS,
		VGA_BLANK_N,
		VGA_SYNC_N,
		VGA_R,
		VGA_G,
		VGA_B,
		LEDR,
		HEX0,
		HEX1,
		HEX2,
		HEX3
	);
	input CLOCK_50;
	input [9:0] SW;
	input [3:0] KEY;
	output [7:0] HEX0;
	output [7:0] HEX1;
	output [7:0] HEX2;
	output [7:0] HEX3;
	output VGA_CLK;
	output VGA_HS;
	output VGA_VS;
	output VGA_BLANK_N;
	output VGA_SYNC_N;
	output [9:0] VGA_R;
	output [9:0] VGA_G;
	output [9:0] VGA_B;
	output [14:0] LEDR;
	wire [2:0] colour;
	wire [7:0] x;
	wire [6:0] y;
	wire resetn = KEY[0]; 
	vga_adapter VGA(
			.resetn(resetn),
			.clock(CLOCK_50),
			.colour(colour),
			.x(x),
			.y(y),
			.plot(1),
			.VGA_R(VGA_R),
			.VGA_G(VGA_G),
			.VGA_B(VGA_B),
			.VGA_HS(VGA_HS),
			.VGA_VS(VGA_VS),
			.VGA_BLANK(VGA_BLANK_N),
			.VGA_SYNC(VGA_SYNC_N),
			.VGA_CLK(VGA_CLK));
		defparam VGA.RESOLUTION = "160x120";
		defparam VGA.MONOCHROME = "FALSE";
		defparam VGA.BITS_PER_COLOUR_CHANNEL = 1;
		defparam VGA.BACKGROUND_IMAGE = "black.mif";
	 wire [13:0] score;
	 wire [3:0] score_thousands;
	 wire [3:0] score_hundreds;
	 wire [3:0] score_tens;
	 wire [3:0] score_ones;
    wire [1112:0] draw;
    wire [27:0] rate;
    wire start, move, lose;
    control c(
	.clk(CLOCK_50),
	.go(~KEY[2]),
	.stop(~KEY[1]),
   .start(start),
	.resetn(resetn),
	.move(move),
	.lose(lose)
	);
    datapath d(
	.clk(CLOCK_50),
	.start(start),
	.move(move),
	.jump(~KEY[3]),
	.rate(rate),
	.resetn(resetn),
	.draw(draw),
	.LEDR(LEDR[14:0]),
	.score(score),
	.lose(lose)
	);
    display d0(
	.floor(draw),
	.clk(CLOCK_50),
	.resetn(resetn),
	.x(x),
	.y(y),
	.colour(colour),
	.counter(counter)
	);
	difficultySwitch diffSw(
		.sel(SW[1:0]),
		.rate(rate)
	);
	bcd b0(
		.number(score),
		.thousands(score_thousands),
		.hundreds(score_hundreds),
		.tens(score_tens),
		.ones(score_ones)
	);
	hex_display h0(
		.IN(score_ones),
		.OUT(HEX0)
	);
	hex_display h1(
		.IN(score_tens),
		.OUT(HEX1)
	);	
	hex_display h2(
		.IN(score_hundreds),
		.OUT(HEX2)
	);
	 hex_display h3(
		.IN(score_thousands),
		.OUT(HEX3)
	);
endmodule
module difficultySwitch(
	input [1:0] sel,
	output reg [27:0] rate
	);
	always @(*) begin
		case(sel)
			2'b00: rate = 28'd1500000;  
			2'b01: rate = 28'd1000000;  
			2'b10: rate = 28'd800000;   
			2'b11: rate = 28'd15000000;  
		endcase
	end
endmodule
module control(
	input clk,
	input go,
	input stop,
	input resetn,
	input lose,
	output reg start,
	output reg move
	);
	reg [5:0] cur, next;
	localparam S_READY = 5'd0,
		  S_READY_WAIT = 5'd1,
		  S_MOVE  = 5'd2,
		  S_STOP  = 5'd3;
	always@(*)
	begin: state_table
		case (cur)
			S_READY: next = go ? S_READY_WAIT : S_READY;
			S_READY_WAIT: next = S_MOVE;
			S_MOVE: next = stop ? S_STOP : (lose ? S_READY : S_MOVE);
			S_STOP: next = S_READY;
			default: next = S_READY;
		endcase
	end
	always @(*)
	begin: enable_signals
		start = 1'b0;
		move = 1'b0;
		case (cur) 
			S_READY: begin 
				start = 1'b1;
			end
			S_MOVE: begin 
				move = 1'b1;
			end
			default: begin
			end
		endcase	
	end
	always@(posedge clk) 
	begin: state_FFs
		if (!resetn)
			cur <= S_READY;
		else 
			cur <= next;
	end
endmodule
module datapath (
    input clk,
    input start,
    input move,
    input jump,
	 input [27:0] rate,	
	input resetn,
	output [14:0] LEDR,
	output reg [27:0] score,
	output reg [1112:0] draw,
	output reg lose
    );
    reg [27:0] count;
	 reg [2:0] count2;
	reg [1112:0] obstacles;
    reg [6:0] height = 7'd40;
	reg [4:0] start_falling = 5'b0;
    reg going_up = 1'b1;
	 parameter gap = 7'b0000000;
	 parameter big_gap = {12{gap}};
    always@(posedge clk) begin
		if (!resetn) begin
			count <= rate;
			count2 <= 2'd3;
        	height <= 7'd40;
			going_up <= 1'b1;
			lose <= 1'b0;
		end
        else if (start) begin
        	count <= rate;
        	height <= 7'd40;
         draw <= 1112'b0;
			obstacles[1105:0] <= {7'd35, big_gap, 7'd40, big_gap, 7'd20, big_gap, 7'd30, big_gap, 7'd45, big_gap, 7'd25, big_gap, 7'd35, big_gap, 7'd10};
			going_up <= 1'b1;
			score <= 13'b0;
			lose <= 1'b0;
			count2 <= 2'd3;
        end
		else begin
            if (count == 28'b0) begin
                count <= rate;
				score = score + 1;
				if (count2 == 1'b0) begin
					draw = draw << 7;
					draw[6:0] = obstacles[1105:1099];
					obstacles[1105:0] = {obstacles[1098:0], obstacles[1105:1099]};
					count2 = 2'd3;
				end else
					count2 = count2 - 1;
				if (height == 7'd0) 
					lose <= 1'b1;
				if (height == 7'd80) 
					lose <= 1'b1;
				if (draw[1105:1099] != 7'b0 && (height < draw[1105:1099] || height > draw[1105:1099] + 7'd24))
					lose <= 1'b1;
				if (jump) begin
					start_falling = 5'b1111;
					going_up = 1'b1;			
					end
				else if (start_falling > 0)
					start_falling = start_falling - 1;
				else 
					going_up = 1'b0;
				if (going_up)
					height = height + 1;
				else
					height = height -1;
				draw[1112:1106] = height;
				end
            else
				count <= count - 1;
        end
    end
    assign LEDR[6] = going_up;
    assign LEDR[14:8] = height;
endmodule
module display (
    input [1112:0] floor,
    input clk,
	 input resetn,
    output reg [7:0] x,
    output reg [6:0] y,
    output reg [2:0] colour,
	 output reg [15:0] counter
    );
   reg [7:0] x_init= 8'd2;
   reg [8:0] y_init = 9'd84;
	reg [8:0] runner_count = 9'b0;
	reg [6:0] runner_height = 7'b0;
	reg [1112:0] local_draw;
	reg [7:0] y_pixel;
	reg [7:0] pipe_height;  
	reg [8:0] count = 9'b0;
    always@(posedge clk) begin
		if (!resetn) begin
			x_init <= 8'd2;
			y_init <= 9'd84;		
			counter <= 15'b0;
			local_draw <= floor;
			count <= 8'd0;			
		end
		else begin
			if (counter < 15'd12800) begin
				if (counter < 15'd160) begin
					if (counter < 15'd80) 
						x <= 8'd0;
					else 
						x <= 8'd1;
					runner_count = counter % 80;
					y = y_init - runner_count;
					runner_height = floor[1112:1106];
					if (runner_count == 7'd0)
						colour = 3'b011;
					else if (runner_count < runner_height || runner_count > runner_height + 3)
						colour = 3'b011;
					else 
						colour = 3'b100;
				end 
				else begin
					count = (counter-160) % 320;
					if (count < 80)
						x <= x_init;
					else if (count < 160)
						x <= x_init + 1;
					else if (count < 240)
						x <= x_init + 2;
					else if (count < 320)
						x <= x_init + 3;
					y_pixel = count % 80;
					y <= y_init - y_pixel;
					pipe_height = local_draw[1105:1099];
					if (y_pixel < pipe_height || y_pixel > pipe_height + 7'd24)
						colour = 3'b110;
					else 
						colour = 3'b011;
					if (pipe_height == 7'd0) 
						colour = 3'b011;
					if (count == 15'd319) begin
						x_init <= x_init + 4;
						local_draw <= local_draw << 7;
					end
				end
				counter = counter + 1;
			end
			else begin 
				x_init <= 8'd2;
				y_init <= 9'd84;
				counter <= 15'b0;
				local_draw <= floor;
				count <= 8'd0;
			end
		end
	end
endmodule
module hex_display(IN, OUT);
    input [3:0] IN;
	output reg [7:0] OUT;
	always @(*)
	begin
	case(IN[3:0])
		4'b0000: OUT = 7'b1000000;
		4'b0001: OUT = 7'b1111001;
		4'b0010: OUT = 7'b0100100;
		4'b0011: OUT = 7'b0110000;
		4'b0100: OUT = 7'b0011001;
		4'b0101: OUT = 7'b0010010;
		4'b0110: OUT = 7'b0000010;
		4'b0111: OUT = 7'b1111000;
		4'b1000: OUT = 7'b0000000;
		4'b1001: OUT = 7'b0011000;
		4'b1010: OUT = 7'b0001000;
		4'b1011: OUT = 7'b0000011;
		4'b1100: OUT = 7'b1000110;
		4'b1101: OUT = 7'b0100001;
		4'b1110: OUT = 7'b0000110;
		4'b1111: OUT = 7'b0001110;
		default: OUT = 7'b0111111;
	endcase
	end
endmodule
module bcd(number, thousands, hundreds, tens, ones);
   input  [13:0] number;
   output reg [3:0] thousands;
   output reg [3:0] hundreds;
   output reg [3:0] tens;
   output reg [3:0] ones;
   reg [29:0] shift;
   integer i;
   always @(number)
   begin
      shift[29:14] = 0;
      shift[13:0]  = number;
      for (i=0; i<14; i=i+1) begin
         if (shift[17:14] >= 5)
            shift[17:14] = shift[17:14] + 3;
         if (shift[21:18] >= 5)
            shift[21:18] = shift[21:18] + 3;
         if (shift[25:22] >= 5)
            shift[25:22] = shift[25:22] + 3;
		if (shift[29:26] >= 5)
			shift[29:26] = shift[29:26] + 3;
         shift = shift << 1;
      end
	  thousands = shift[29:26];
      hundreds  = shift[25:22];
      tens      = shift[21:18];
      ones      = shift[17:14];
   end
endmodule
==> run_results.csv <==
group,metric,value,unit
flow_run,maxCapViolCount,0,
drt,antenna-diode-count,0,
drt,vias,4244,
yosys,synthCells,567,
drt,wl,9213,µm
floorplanning,core,12770,µm²
drt,final_antenna_net_count,0,
min_path,hold_path_class,"primary input to output port",
floorplanning,row_count,41,
timing,worst_pin_slew,0.8371,ns
critical_path,path_buffers,9,
place,io_buffer_count,28,
global_routing,antenna_found_initial,0,
drt,firstDrtPassIters,6,
clock_network,post_cts_resized,0,
floorplanning,fp_util,0.3113,
global_routing,grt_pass1_vias,3588,
critical_path,worst_ep_required_time,16.88,ns
yosys,synth_area_per_cell,7.013,µm²
timing,maxSlewHeadroom,0.4386,
critical_path,cp_top_family,"AND-OR/OR-AND gates",
critical_path,cp_common_cell,"ha_1",
flow_run,warning_count,37,
critical_path,crit_path_max_incr_delay,0.64,ns
floorplanning,die_y,117.1,µm
timing,hold_violations,0,
global_routing,grt_max_degree,23,
drt,drc_errors,0,
timing,rsz0062_at_grt,"no",
final_layout,logic_area,3696,µm²
critical_path,crit_fanout,11,
timing,layout_min_cycle_time,19.23,ns
global_routing,grt_pass1_wl,15940,µm
final_layout,ff_count,0,
critical_path,crit_slowest_cell,"clkdlybuf4s50_1",
yosys,yosysTopAreaCell,"ha_1",
final_layout,layout-drive-gt1-share,0.1160,
timing,setup_viol_count_final,0,
timing,fmax,52.01,MHz
drt,via_per_inst,5.727,
place,dpl.hpwl,7208,µm
floorplanning,fp.dieW,117.1,µm
drt,wire_per_inst,12.43,µm
critical_path,crit_type,"primary input to output port",
floorplanning,chipArea,13720,µm²
place,gp_congestion,0.8711,
clock_network,cts_setup_buffers,0,
yosys,yosys.area.top_type_share,0.07237,
critical_path,start_kind,"primary input",
final_layout,seqCellArea,0,µm²
global_routing,grt_overflow_total,0,
final_layout,syn_to_final_growth,9.125,%
floorplanning,ioPinCount,30,
clock_network,postCtsHoldBufs,0,
critical_path,end_kind,"output port",
yosys,ys_chip_area,3976,µm²
final_layout,fillers,1304,
final_layout,clkbuf_count,0,
place,place_inst,741,
critical_path,critPathArrivalTime,15.01,ns
yosys,yosys_warnings,1,
yosys,synth.distinct_cells,104,
timing,slew_violations,0,
yosys,netlist_area,3976,µm²
status,outcome,"finished, final reports clean",
drt,first_iter_violations,272,
yosys,ys_cells,567,
yosys,yosysSeqAreaShare,0,
global_routing,track_usage,0.1366,
final_layout,finalNonFillerCells,741,
timing,min_period_over_period,0.9113,
yosys,topCellsByArea,"ha_1 7.2%, mux2i_1 5.5%, nor2_1 5.5%",
timing,setup_tns,0,ns
[metrics by stage]
step | util | hold WS [ns] | setup WS [ns] | cell area, µm²
6_report | 0.3397 | 8.440 | 1.872 | 4339
3_5_place_dp | 0.3397 | 8.440 | 1.964 | 4339
3_3_place_gp | 0.3397 | 8.440 | 2.205 | 4339
2_1_floorplan | - | 8.469 | 4.088 | 3976
5_1_grt | 0.3397 | 8.440 | 0.9697 | 4339
4_1_cts | 0.3397 | 8.440 | 1.922 | 4339
[final cells by class]
type / count / share of cell area
inverters: 34 / 0.03057
repair buffers: 30 / 0.06805
multi-input cells: 505 / 0.8518
well taps: 172 / 0.04960
[cell usage after synthesis, types with 4 or more instances]
| cell type | instances |
|---|---|
| buf_6 | 4 |
| nand2_1 | 41 |
| and3_1 | 5 |
| o31a_1 | 4 |
| a211oi_1 | 11 |
| nor4_1 | 6 |
| o21ai_1 | 6 |
| a21oi_2 | 4 |
| nor2b_1 | 9 |
| a31oi_1 | 11 |
| nor2_1 | 58 |
| o21ai_2 | 4 |
| or3_1 | 5 |
| o211ai_1 | 13 |
| o21ai_0 | 24 |
| o21a_1 | 4 |
| o221ai_1 | 5 |
| a21o_1 | 9 |
| mux2_2 | 7 |
| o22ai_1 | 11 |
| o211a_1 | 7 |
| buf_2 | 7 |
| clkbuf_1 | 16 |
| nand2b_1 | 7 |
| inv_1 | 29 |
| o31ai_1 | 4 |
| o22a_1 | 4 |
| mux2i_1 | 22 |
| ha_1 | 23 |
| and2_1 | 7 |
| nor3_1 | 16 |
| nand3_1 | 17 |
| a22o_1 | 4 |
| xnor2_1 | 12 |
| a21oi_1 | 36 |
[cell families (layout without fill, tap and decap cells)]
family,Yosys count,in the layout,share of synthesized area
simple gates,198,198,0.2520
fa+ha+maj,25,25,0.07772
compound gates,228,228,0.4478
mux,33,33,0.08999
buf+inv,62,64,0.07048
xor+xnor,21,21,0.06199
[layer usage]
| layer | GRT usage | up-vias | part of all wire |
|---|---|---|---|
| li1 | - | 2213 | - |
| met1 | 0.2065 | 1913 | 0.51 |
| met2 | 0.2316 | 118 | 0.46 |
| met3 | 0.001049 | 0 | 0.039 |
| met4 | 0.002532 | 0 | 0 |
| met5 | 0 | - | 0 |
[final timing paths]
path / start / to / slack (ns) / cells after the start
max: number[12] / hundreds[0] / 1.87 / 47
min: number[0] / ones[0] / 8.44 / 0
[layout by cell type, fill, tap and decap left out, types with 4 or more instances in the layout]
cell             instances
nor2_1                  58
nand2_1                 41
a21oi_1                 36
inv_1                   29
clkdlybuf4s50_1         28
o21ai_0                 24
ha_1                    23
mux2i_1                 22
nand3_1                 17
nor3_1                  16
o211ai_1                13
xnor2_1                 12
o22ai_1                 11
a31oi_1                 11
a211oi_1                11
a21o_1                   9
nor2b_1                  9
and2_1                   7
nand2b_1                 7
o211a_1                  7
mux2_2                   7
nor4_1                   6
o21ai_1                  6
and3_1                   5
or3_1                    5
o221ai_1                 5
o31ai_1                  4
o21ai_2                  4
a21oi_2                  4
a22o_1                   4
o22a_1                   4
o31a_1                   4
o21a_1                   4
